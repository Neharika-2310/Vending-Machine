==> design/flow/design.v <==
module vending_machine (
    input clk,
    input reset,
    input [1:0] coin_in,         
    input [1:0] select_item,     
    input cancel,
    output reg dispense_A,
    output reg dispense_B,
    output reg dispense_C,
    output reg refund,
    output reg [7:0] change_out,
    output reg low_stock
);
    parameter PRICE_A = 15;
    parameter PRICE_B = 20;
    parameter PRICE_C = 25;
    parameter IDLE         = 3'b000;
    parameter COIN_ACCEPT  = 3'b001;
    parameter SELECTION    = 3'b010;
    parameter CHECK_BAL    = 3'b011;
    parameter DISPENSE     = 3'b100;
    parameter REFUND_STATE = 3'b101;
    reg [2:0] current_state, next_state;
    reg [7:0] balance;
    reg [7:0] price;
    reg [1:0] item_selected;
    reg [3:0] stock_A;
    reg [3:0] stock_B;
    reg [3:0] stock_C;
    always @(posedge clk or posedge reset) begin
        if (reset) begin
            current_state <= IDLE;
            balance <= 0;
            stock_A <= 3;
            stock_B <= 3;
            stock_C <= 3;
        end else begin
            current_state <= next_state;
            if (coin_in == 2'b01) balance <= balance + 5;
            else if (coin_in == 2'b10) balance <= balance + 10;
            else if (coin_in == 2'b11) balance <= balance + 20;
            else if (current_state == DISPENSE && balance >= price)
                balance <= balance - price;
            else if (current_state == REFUND_STATE)
                balance <= 0;
        end
    end
    always @(*) begin
        dispense_A = 0;
        dispense_B = 0;
        dispense_C = 0;
        refund     = 0;
        change_out = 0;
        low_stock  = 0;
        next_state = current_state;
        price      = 0;
        case (current_state)
            IDLE: begin
                if (coin_in != 2'b00) next_state = COIN_ACCEPT;
            end
            COIN_ACCEPT: begin
                if (cancel) next_state = REFUND_STATE;
                else if (select_item != 2'b00) next_state = SELECTION;
            end
            SELECTION: begin
                case (select_item)
                    2'b01: price = PRICE_A;
                    2'b10: price = PRICE_B;
                    2'b11: price = PRICE_C;
                endcase
                item_selected = select_item;
                next_state = CHECK_BAL;
            end
            CHECK_BAL: begin
                if (balance >= price) next_state = DISPENSE;
                else next_state = COIN_ACCEPT;
            end
            DISPENSE: begin
                case (item_selected)
                    2'b01: if (stock_A > 0) begin
                               dispense_A = 1;
                               stock_A = stock_A - 1;
                           end
                    2'b10: if (stock_B > 0) begin
                               dispense_B = 1;
                               stock_B = stock_B - 1;
                           end
                    2'b11: if (stock_C > 0) begin
                               dispense_C = 1;
                               stock_C = stock_C - 1;
                           end
                endcase
                if (balance > price) change_out = balance - price;
                if (stock_A <= 2 || stock_B <= 2 || stock_C <= 2)
                    low_stock = 1;
                next_state = IDLE;
            end
            REFUND_STATE: begin
                refund = 1;
                change_out = balance;
                next_state = IDLE;
            end
            default: next_state = IDLE;
        endcase
    end
endmodule
==> design/flow/run.sh <==
#!/bin/bash
# OpenROAD 26Q1-2900-gdf79404cd8, Yosys 0.63+post, stock flow scripts
make -C /OpenROAD-flow-scripts/flow DESIGN_CONFIG=/design/flow/config.mk WORK_HOME=/design/flow/orfs finish
==> design/flow/config.mk <==
export PLATFORM = sky130hd
export DESIGN_NAME = vending_machine
export DESIGN_NICKNAME = vending_machine
export VERILOG_FILES = /design/flow/design.v
export SDC_FILE = /design/flow/constraint.sdc
export NUM_CORES = 4
export LEC_CHECK = 1
export CORE_UTILIZATION = 30
==> design/flow/constraint.sdc <==
current_design vending_machine

set clk_period 4.5
set clk_io_pct 0.2

create_clock -name clk0 -period $clk_period [get_ports {clk}]

set non_clock_inputs [all_inputs -no_clocks]
set_input_delay [expr $clk_period * $clk_io_pct] -clock clk0 $non_clock_inputs
set_output_delay [expr $clk_period * $clk_io_pct] -clock clk0 [all_outputs]
==> impl_metrics.toml <==
# generated from flow reports
[clock_network]
cts_setup_buffers = 0
cts_hold_buffers = 0
clk_pin_slew_ns = 0.07
cts_buffer_depth = 2
clk_latency_ns = 0.25
h-tree-depth = 1
clockRootBuffer = "clkbuf_8"
cts_made_buffers = 3
cts_resized = 0
tritoncts = "yes"

[hold_path]
hold_path_startpoint = "current_state[5]"
hold_path.class = "reg2reg"
worstHoldPathCells = 0

[routing]
wl_per_cell_um = 14.37
firstDrtPassIters = 4
vias = 1504
drt_iter0_markers = 145
vias_per_cell = 5.186
ant_nets = 0
diodes = 0
drt_wl_total_um = 4167
drc = 0

[placement]
gp_congestion = 0.8748
io_buffers = 19
hpwl_um = 3189

[logic_synthesis]
synth_cells = 207
avgSynthCellArea_sq_um = 8.178
ys_types = 59
top_cells_by_area = "dfrtp_1 (19%), ha_1 (13%), a21oi_1 (5.9%)"
ys_area_sq_um = 1693
synth_area_sq_um = 1693
ff_type = "dfrtp_1"
ys_warn_count = 85
netlist.area_leader.share_pct = 19.22
async_flop_share_pct = 87.50
ys_cells = 207
top_area_cell = "dfrtp_1"
edf_count = 0
ys_ff = 16

[sta]
setup_viol = 0
worstMarginPinSlew_ns = 0.8475
setup_tns_ns = 0
hold_viol = 0
rsz0062_at_grt = "false"
unclocked_pins = 2
fin_crit_ns = 3.742
fin_crit_sh_pct = 83.15
slew_headroom_pct = 43.33
clock_skew_ns = 0.008353
drv_slew = 0
untimed_endpoints = 2
fmax_mhz = 267.3

[finish]
fillers = 556
seqCellArea_sq_um = 381.6
combGateArea_sq_um = 1135
drive_above_1_share_pct = 6.364
area_growth_pct = 13.45

[floorplan]
core_area_sq_um = 5270
fp-utilization_pct = 32.12
die_w_um = 77.12
rows = 26
dieArea_sq_um = 5947
pin_count = 20
die_h_um = 77.12

[worst_setup_path]
crit_type = "in2reg"
cp_data_required_time_ns = 4.64
endpoint_kind = "flop"
ff2ff_path_depth = 10
crit_fanout = 12
critPathArrivalTime_ns = 3.88
crit_start = "select_item[0]"
r2r-start = "current_state[2]"
start_kind = "primary input"

[power_and_ir_drop]
power_density_nw_per_um2 = 505.7
total_power_w = 0.0009713
cellLeakagePower_nw = 0.8049
vdd_drop_max_uv = 149.3

[grt]
grt_pass1_vias = 1392
antenna_found_initial = 0
grt_pass1_wl_um = 6975
grt_max_degree = 25
grtUsageTotal_pct = 14.76
grt_remaining_overflow = 0

[flow_run]
tool_warnings = 33
drv_cap = 0

[outcome]
outcome = "finished, final reports clean"
-- cells in the final DEF (no fill, tap or decap), types with 2 or more instances in the layout --
cell | synthesis | layout
a211oi_1 | 3 | 3
a32o_1 | 2 | 2
and2_1 | 2 | 2
or3_1 | 3 | 3
nor2_1 | 21 | 21
nand2_1 | 17 | 17
o21ai_0 | 9 | 9
inv_1 | 19 | 19
clkbuf_8 | 2 | 4
and3_1 | 4 | 4
o211ai_1 | 2 | 2
nor2b_1 | 4 | 4
nor3b_1 | 2 | 2
a21oi_1 | 20 | 20
a41oi_1 | 3 | 3
a22oi_1 | 3 | 3
a31oi_1 | 3 | 3
o221ai_1 | 2 | 2
xnor2_1 | 4 | 4
ha_1 | 17 | 17
nor3_1 | 3 | 3
nand2b_1 | 3 | 3
mux2i_1 | 6 | 6
clkdlybuf4s50_1 | 0 | 19
dfrtp_1 | 13 | 13
a22o_1 | 2 | 2
dlxtp_1 | 2 | 2
o21a_1 | 2 | 2
-- registers in the layout, summed over array words and instances, names as in the netlist --
name           flops
balance            8
current_state      6
item_selected      2
-- synthesized netlist by cell type, types with 3 or more instances --
master    instances
a21oi_1          20
ha_1             17
nand2_1          17
nor3_1            3
o21ai_0           9
nor2b_1           4
a211oi_1          3
nand2b_1          3
a22oi_1           3
a31oi_1           3
or3_1             3
xnor2_1           4
a41oi_1           3
dfrtp_1          13
mux2i_1           6
nor2_1           21
and3_1            4
inv_1            19
-- metrics by stage --
| stage | area [sq um] | hold WS (ns) | util, % | std cells | setup WS (ns) |
|---|---|---|---|---|---|
| final | 1921 | 0.3476 | 36.44 | 290 | 0.7584 |
| after global routing | 1921 | 0.3838 | 36.44 | 290 | 0.5567 |
| after CTS | 1921 | 0.3486 | 36.44 | 290 | 0.7642 |
| after detailed placement | 1866 | 0.3347 | 35.40 | 286 | 0.5008 |
| after global placement | 1866 | 0.3321 | 35.40 | 286 | 0.5955 |
| after floorplan | 1693 | 0.3312 | - | 207 | 1.476 |
-- area by class of cell --
| class | instances | share of cell area [%] |
|---|---|---|
| sequential | 16 | 19.87 |
| clock buffer | 4 | 2.866 |
| multi-input combinational | 162 | 59.09 |
| inverter | 19 | 3.713 |
| timing repair buffer | 19 | 9.902 |
| tap | 70 | 4.560 |
-- logic make-up after synthesis --
group | share of synthesized area, %
latches | 1.774
buffers and inverters | 10.42
adder cells (fa/ha/maj) | 13.75
flip-flops | 20.77
XOR/XNOR | 2.069
AND/OR/NAND/NOR | 19.22
AND-OR/OR-AND | 28.46
multiplexers | 3.548
-- critical path: stages --
cell	delay [ns]
clkdlybuf4s50_1	0.55
inv_1	0.06
ha_1	0.21
inv_1	0.07
o211ai_1	0.11
inv_1	0.09
ha_1	0.15
inv_1	0.05
fa_1	0.42
a211oi_2	0.27
o21ai_1	0.14
o21ai_2	0.42
nor4_1	0.13
o32a_1	0.30
-- power by group --
| group | switching [W] | internal [W] | leakage, nW |
|---|---|---|---|
| clock | 0.0000477 | 0.0000775 | 0.0288 |
| sequential | 0.000110 | 0.000168 | 0.189 |
| combinational | 0.000315 | 0.000253 | 0.587 |
| total | 0.000473 | 0.000499 | 0.805 |
-- routing by layer --
metal | global-route usage [%] | part of all wire (%) | up-vias
met1 | 22.97 | 49 | 687
met3 | 2.781 | 4.7 | 6
met5 | 0 | 0 | -
li1 | - | - | 770
met2 | 21.95 | 45 | 41
met4 | 1.698 | 0.94 | 0
-- path summary, 6_finish.rpt --
path | endpoint | slack, ns
setup / recovery | balance[3] | 0.76
hold / removal | current_state[1] | 0.35
setup reg to reg | balance[3] | 1.82
hold reg to reg | current_state[1] | 0.35
max in group asynchronous | balance[7] | 3.08
min in group asynchronous | balance[2] | 1.02
Power is estimated from default activity; no workload was simulated.
